File: flow/run.sh
#!/bin/bash
# OpenROAD 26Q1-2900-gdf79404cd8, Yosys 0.63+post, stock flow scripts
make -C /OpenROAD-flow-scripts/flow DESIGN_CONFIG=/design/flow/config.mk WORK_HOME=/design/flow/orfs finish
File: flow/config.mk
export PLATFORM = sky130hd
export DESIGN_NAME = eight_bit_counter
export DESIGN_NICKNAME = eight_bit_counter
export VERILOG_FILES = /design/flow/design.v
export SDC_FILE = /design/flow/constraint.sdc
export NUM_CORES = 4
export LEC_CHECK = 1
export CORE_AREA = 10 10 88 88
export DIE_AREA = 0 0 98 98
File: flow/constraint.sdc
current_design eight_bit_counter

set clk_period 1.8
set clk_io_pct 0.2

create_clock -name clk0 -period $clk_period [get_ports {clk}]

set non_clock_inputs [all_inputs -no_clocks]
set_input_delay [expr $clk_period * $clk_io_pct] -clock clk0 $non_clock_inputs
set_output_delay [expr $clk_period * $clk_io_pct] -clock clk0 [all_outputs]
File: flow/design.v
`timescale 1ns/1ps;
module eight_bit_counter(
  input SW3,  
  input SW0,  
  input clk,
  output reg [7:0] LEDOut
);
reg [3:0] one_ten = 4'b0000; 
always @(posedge clk or negedge SW3)
  begin
    if(!SW3) begin
	      LEDOut <= 8'b0;
	   end
    else begin
        if(!SW0) begin
                  if (one_ten < 4'b1001) begin one_ten <= one_ten+4'b0001; end
                  else begin
                    one_ten <= 4'b0000;
                      if(LEDOut>=8'b0111_1111) begin LEDOut <= 8'b0; end
                      else begin LEDOut <= LEDOut+8'b0000_0001; end
                  end
                 end
        else begin
                if (LEDOut [3:0] < 4'b1001) begin LEDOut [3:0] <= LEDOut [3:0] +4'b0001; end
                else begin LEDOut [3:0] <= 4'b0000; end
                if(one_ten < 4'b1001) begin one_ten <= one_ten+4'b0001; end
                else begin
                    one_ten <=4'b0000;
                      if(LEDOut [7:4] >= 4'b1001) begin LEDOut [7:4] <= 4'b0000; end
                      else begin LEDOut [7:4] <= LEDOut [7:4] + 4'b0001; end
                    end
                end
          end
  end
endmodule
==> node_exporter_impl.prom <==
# HELP chip_impl_metric Yosys and OpenROAD flow results
# TYPE chip_impl_metric gauge
chip_impl_metric{name="critical_path_depth",unit=""} 5
chip_impl_metric{name="yosys_cells",unit=""} 84
chip_impl_metric{name="post_placement_cell_count",unit=""} 174
chip_impl_metric{name="cts_htree_levels",unit=""} 1
chip_impl_metric{name="finalCriticalPeriod",unit="ns"} 1.617
chip_impl_info{name="crit_family",value="AND-OR/OR-AND gates"} 1
chip_impl_info{name="critPathCapture",value="LEDOut[6]"} 1
chip_impl_metric{name="post-cts-setup-buffers",unit=""} 0
chip_impl_metric{name="cts_max_path_buffers",unit=""} 2
chip_impl_metric{name="synth-seq-cells",unit=""} 12
chip_impl_metric{name="final_layout_size_suffix_gt1_frac",unit=""} 0.1650
chip_impl_metric{name="antenna_found_initial",unit=""} 0
chip_impl_metric{name="dr.first_iter.drc_count",unit=""} 47
chip_impl_metric{name="initial_utilization",unit=""} 0.1355
chip_impl_metric{name="floorplan.die.height",unit="um"} 98
chip_impl_metric{name="avgViaCountPerCell",unit=""} 3.860
chip_impl_metric{name="worst-path-max-fanout",unit=""} 7
chip_impl_metric{name="post_synth_design_cell_area",unit="um^2"} 802.0
chip_impl_info{name="timing.critical_path.to_type",value="register"} 1
chip_impl_metric{name="final_weighted_congestion_in_routability_driven_placement",unit=""} 0.8018
chip_impl_metric{name="drt_pass1_iterations",unit=""} 4
chip_impl_metric{name="drt-total-wl",unit="mm"} 1.882
chip_impl_metric{name="hold_buffers",unit=""} 0
chip_impl_info{name="min-delay-path-class",value="primary input to async pin"} 1
chip_impl_metric{name="wl_per_cell",unit="um"} 10.57
chip_impl_metric{name="grt_max_degree",unit=""} 9
chip_impl_metric{name="dr_total_vias",unit=""} 687
chip_impl_metric{name="hold_violations",unit=""} 0
chip_impl_metric{name="synthToLayoutAreaGrowth",unit="%"} 34.79
chip_impl_metric{name="drcViolationCount",unit=""} 0
chip_impl_metric{name="numPortBuffers",unit=""} 10
chip_impl_metric{name="grt_first_pass_wirelength",unit="mm"} 3.132
chip_impl_metric{name="clkLatencyLatePin",unit="ns"} 0.24
chip_impl_metric{name="place.detailed.hpwl",unit="mm"} 1.499
chip_impl_metric{name="cts.sinks",unit=""} 12
chip_impl_metric{name="max_clock_freq",unit="GHz"} 0.6185
chip_impl_metric{name="tool_warnings",unit=""} 29
chip_impl_info{name="r2r-start",value="LEDOut[0]"} 1
chip_impl_metric{name="required",unit="ns"} 1.97
chip_impl_metric{name="count_of_cell_types_in_the_netlist",unit=""} 36
chip_impl_metric{name="tritoncts.num_buffers",unit=""} 3
chip_impl_metric{name="route.antenna.remaining_nets",unit=""} 0
chip_impl_metric{name="num_rows",unit=""} 28
chip_impl_metric{name="portion_of_synthesized_cell_area_occupied_by_the_leading_cell_type",unit=""} 0.2496
chip_impl_info{name="worst_setup_path_start_kind",value="register"} 1
chip_impl_metric{name="grt.overflow.total",unit=""} 0
chip_impl_metric{name="report.final.slew_viol_count",unit=""} 0
chip_impl_metric{name="synth.yosys.warnings",unit=""} 1
chip_impl_metric{name="clkTransAtPathRegs",unit="ns"} 0.05
chip_impl_metric{name="finalNonFillerCells",unit=""} 178
chip_impl_info{name="critical_path.startpoint",value="LEDOut[0]"} 1
chip_impl_metric{name="global_route.usage.total",unit=""} 0.03834
chip_impl_metric{name="ys_async_sr_fraction",unit=""} 0.6667
chip_impl_info{name="outcome",value="finished clean"} 1
chip_impl_metric{name="core_region_area",unit="um^2"} 5921
chip_impl_metric{name="max-slew-margin-rel",unit=""} 0.6583
chip_impl_metric{name="first_global_vias",unit=""} 638
chip_impl_metric{name="die_w",unit="um"} 98
chip_impl_info{name="most_numerous_cell_in_the_yosys_netlist",value="sky130_fd_sc_hd__inv_1"} 1
chip_impl_metric{name="power_density_of_the_placed_cells",unit="nW/um^2"} 1301
chip_impl_metric{name="cpPeakStageDelay",unit="ns"} 0.46
chip_impl_info{name="common_cells",value="sky130_fd_sc_hd__inv_1 (9), sky130_fd_sc_hd__dfrtp_1 (8), sky130_fd_sc_hd__a21oi_1 (7), sky130_fd_sc_hd__ha_1 (7)"} 1
chip_impl_info{name="rsz0062_at_grt",value="false"} 1
chip_impl_metric{name="rrSetupSlack",unit="ns"} 0.18
chip_impl_metric{name="netlist_instances",unit=""} 84
chip_impl_metric{name="r2r.worst_path.cells",unit=""} 5
chip_impl_metric{name="yosys.stat.chipArea",unit="um^2"} 802.0
chip_impl_metric{name="setup_tns",unit="ns"} 0
chip_impl_metric{name="critPathArrivalTime",unit="ns"} 1.79
chip_impl_metric{name="post_cts_resize_count",unit=""} 0
chip_impl_metric{name="setup_slack",unit="ns"} 0.1831
chip_impl_info{name="yosysTopAreaCell",value="sky130_fd_sc_hd__dfrtp_1"} 1
chip_impl_metric{name="finalSetupViolations",unit=""} 0
chip_impl_metric{name="io-pin-count",unit=""} 11
chip_impl_info{name="post_synth_main_area_contributors",value="sky130_fd_sc_hd__dfrtp_1 (25%), sky130_fd_sc_hd__edfxtp_1 (15%), sky130_fd_sc_hd__ha_1 (11%)"} 1
chip_impl_metric{name="worst_slew_pin_slew",unit="ns"} 0.5061
chip_impl_info{name="critical-path-slowest-cell",value="sky130_fd_sc_hd__o311ai_0"} 1
chip_impl_info{name="cts_tree",value="yes"} 1
chip_impl_metric{name="peakVddDrop",unit="V"} 0.0006333
chip_impl_metric{name="cap_violations",unit=""} 0
chip_impl_info{name="ys_dominant_reg_cell",value="sky130_fd_sc_hd__dfrtp_1"} 1
chip_impl_metric{name="antennaDiodeCount",unit=""} 0
chip_impl_metric{name="enable_flop_cells",unit=""} 4
chip_impl_info{name="clock_tree.root_cell",value="sky130_fd_sc_hd__clkbuf_8"} 1
chip_impl_metric{name="static_leakage_power",unit="nW"} 0.4433
chip_impl_metric{name="synth.avg_cell_area",unit="um^2"} 9.548
chip_impl_metric{name="final_min_period_over_clock_period",unit=""} 0.8983
chip_impl_metric{name="finalCoreUtilization",unit=""} 0.1826
chip_impl_info{name="critical_path_class",value="register to register"} 1
chip_impl_metric{name="timing.critical_path.buf_inv",unit=""} 0
chip_impl_info{name="crit_path_cell_trace",value="ha_1 > and3_1 > o311ai_0 > a21oi_1 > o21ai_1"} 1
chip_impl_metric{name="die_area",unit="um^2"} 9604
chip_impl_info{name="critical_path.reg2reg.endpoint",value="LEDOut[6]"} 1
chip_impl_metric{name="preCtsSetupSlack",unit="ns"} 0.06813
chip_impl_metric{name="fin_skew",unit="ns"} 0.005527
chip_impl_metric{name="register_area_share_after_synthesis",unit=""} 0.3994
## metal layers
metal  track usage  routed length, um
met3       0.01920                152
met1       0.05679                989
met5             0                  0
met4      0.005593                 25
met2       0.04873                715
## registers in the layout (all words and copies together), names as in the netlist
name / count
LEDOut: 8
one_ten: 4
## cell type report
cell class	instances	area (um^2)
Inverter	9	33.78
Multi-Input combinational cell	62	442.9
Clock buffer	4	45.04
Timing Repair Buffer	16	145.1
Fill cell	645	4840
Sequential cell	12	320.3
Tap cell	75	93.84
## logic make-up (layout without fill, tap and decap cells)
logic type                 count (synthesis)  in the layout  share of synthesized area
and+or+nand+nor                           29             29                     0.2309
AOI/OAI and AO/OA                         25             25                     0.2012
xor gates and xnor gates                   1              1                    0.01092
DFF                                       12             12                     0.3994
buffers and inverters                     10             29                    0.04835
adders and majority gates                  7              7                     0.1092
## worst min-delay path by stage
stage     from        end  slack, ns
6_report   SW3  LEDOut[0]       0.40
5_1_grt    SW3  LEDOut[1]       0.40
4_1_cts    SW3  LEDOut[0]       0.40
## stage by stage
| stage | instance area (um^2) | hold slack, ns | power (mW) |
|---|---|---|---|
| CTS | 1081 | 0.3955 | 1.431 |
| floorplan | 802.0 | 0.06441 | 0.8207 |
| finish | 1081 | 0.3982 | 1.407 |
| global route | 1081 | 0.3999 | 1.552 |
| detailed placement | 1036 | 0.5768 | 1.167 |
| global placement | 1036 | 0.5951 | 1.163 |
## layout by cell type (no fill, tap or decap), types with 2 or more instances in the layout
| cell | count |
|---|---|
| sky130_fd_sc_hd__ha_1 | 7 |
| sky130_fd_sc_hd__nand2_1 | 5 |
| sky130_fd_sc_hd__o21ai_0 | 3 |
| sky130_fd_sc_hd__nand3_1 | 3 |
| sky130_fd_sc_hd__a31oi_1 | 2 |
| sky130_fd_sc_hd__clkdlybuf4s50_1 | 10 |
| sky130_fd_sc_hd__nor2_1 | 5 |
| sky130_fd_sc_hd__o221ai_1 | 2 |
| sky130_fd_sc_hd__edfxtp_1 | 4 |
| sky130_fd_sc_hd__clkbuf_8 | 3 |
| sky130_fd_sc_hd__o31ai_1 | 3 |
| sky130_fd_sc_hd__inv_1 | 9 |
| sky130_fd_sc_hd__a21oi_1 | 7 |
| sky130_fd_sc_hd__dfrtp_1 | 8 |
| sky130_fd_sc_hd__and3_1 | 2 |
| sky130_fd_sc_hd__buf_4 | 6 |
| sky130_fd_sc_hd__o22ai_1 | 2 |
## where the power goes
| group | switching [mW] | internal, mW |
|---|---|---|
| Clock | 0.0955 | 0.156 |
| Combinational | 0.274 | 0.373 |
| Sequential | 0.126 | 0.382 |
| Total | 0.496 | 0.911 |
Power and IR drop assume default switching activity.
